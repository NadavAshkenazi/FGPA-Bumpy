File: design/flow/run.sh
#!/bin/bash
# OpenROAD 26Q1-2900-gdf79404cd8, Yosys 0.63+post, stock flow scripts
make -C /OpenROAD-flow-scripts/flow DESIGN_CONFIG=/design/flow/config.mk WORK_HOME=/design/flow/orfs finish
File: design/flow/config.mk
export PLATFORM = sky130hd
export DESIGN_NAME = LEGOBrickBitMap
export DESIGN_NICKNAME = LEGOBrickBitMap
export VERILOG_FILES = /design/flow/design.v
export SDC_FILE = /design/flow/constraint.sdc
export NUM_CORES = 4
export LEC_CHECK = 1
export CORE_UTILIZATION = 40
File: design/flow/constraint.sdc
current_design LEGOBrickBitMap

set clk_period 1.0
set clk_io_pct 0.2

create_clock -name clk0 -period $clk_period [get_ports {clk}]

set non_clock_inputs [all_inputs -no_clocks]
set_input_delay [expr $clk_period * $clk_io_pct] -clock clk0 $non_clock_inputs
set_output_delay [expr $clk_period * $clk_io_pct] -clock clk0 [all_outputs]
File: design/flow/design.v
module	LEGOBrickBitMap	(	
					input	logic	clk,
					input	logic	resetN,
					input logic	[10:0] offsetX, 
					input logic	[10:0] offsetY,
					input	logic	InsideRectangle,  
					output	logic	drawingRequest,  
					output	logic	[7:0] RGBout,   
					output	logic	[3:0] HitEdgeCode  
 ) ;
localparam  int OBJECT_NUMBER_OF_Y_BITS = 5;  
localparam  int OBJECT_NUMBER_OF_X_BITS = 5;  
localparam  int OBJECT_HEIGHT_Y = 32;
localparam  int OBJECT_WIDTH_X = 32;
localparam  int OBJECT_HEIGHT_Y_DIVIDER = OBJECT_NUMBER_OF_Y_BITS - 2;  
localparam  int OBJECT_WIDTH_X_DIVIDER =  OBJECT_NUMBER_OF_X_BITS - 2;
localparam logic [7:0] TRANSPARENT_ENCODING = 8'hFF ; 
logic [0:OBJECT_WIDTH_X-1] [0:OBJECT_HEIGHT_Y-1] [8-1:0] object_colors = {
{8'h00, 8'h00, 8'h00, 8'h00, 8'h00, 8'h00, 8'h00, 8'h00, 8'h00, 8'h00, 8'h00, 8'h00, 8'h00, 8'h00, 8'h00, 8'h00, 8'h00, 8'h00, 8'h00, 8'h00, 8'h00, 8'h00, 8'h00, 8'h00, 8'h00, 8'h00, 8'h00, 8'h00, 8'h00, 8'h00, 8'h00, 8'h00 },
{8'h00, 8'h00, 8'h00, 8'h00, 8'h00, 8'h00, 8'h00, 8'h00, 8'h00, 8'h00, 8'h00, 8'h00, 8'h00, 8'h00, 8'h00, 8'h00, 8'h00, 8'h00, 8'h00, 8'h00, 8'h00, 8'h00, 8'h00, 8'h00, 8'h00, 8'h00, 8'h00, 8'h00, 8'h00, 8'h00, 8'h00, 8'h00 },
{8'h00, 8'h00, 8'h00, 8'h49, 8'hB6, 8'hB6, 8'h6D, 8'h00, 8'h00, 8'h00, 8'h00, 8'h00, 8'h00, 8'h00, 8'h49, 8'hB6, 8'hB6, 8'h6D, 8'h00, 8'h00, 8'h00, 8'h00, 8'h00, 8'h00, 8'h00, 8'h49, 8'hB6, 8'hB6, 8'h6D, 8'h00, 8'h00, 8'h00 },
{8'h00, 8'h00, 8'h49, 8'hDB, 8'hDB, 8'hDB, 8'hFF, 8'h6D, 8'h00, 8'h00, 8'h00, 8'h00, 8'h00, 8'h49, 8'hDB, 8'hDB, 8'hDB, 8'hFF, 8'h6D, 8'h00, 8'h00, 8'h00, 8'h00, 8'h00, 8'h25, 8'hDB, 8'hDB, 8'hDB, 8'hFF, 8'h6D, 8'h00, 8'h00 },
{8'h00, 8'h00, 8'h92, 8'hFF, 8'hDB, 8'hDB, 8'hDB, 8'hB6, 8'h00, 8'h00, 8'h00, 8'h00, 8'h00, 8'h92, 8'hFF, 8'hDB, 8'hDB, 8'hDB, 8'hDA, 8'h00, 8'h00, 8'h00, 8'h00, 8'h00, 8'h92, 8'hFF, 8'hDB, 8'hDB, 8'hDB, 8'hDA, 8'h00, 8'h00 },
{8'h00, 8'h00, 8'h92, 8'hDB, 8'hDB, 8'hDB, 8'hDB, 8'hDA, 8'h00, 8'h00, 8'h00, 8'h00, 8'h00, 8'h92, 8'hDB, 8'hDB, 8'hDB, 8'hDB, 8'hDB, 8'h24, 8'h00, 8'h00, 8'h00, 8'h00, 8'h92, 8'hDB, 8'hDB, 8'hDB, 8'hDB, 8'hDB, 8'h24, 8'h00 },
{8'h00, 8'h00, 8'h6D, 8'hFF, 8'hDB, 8'hDB, 8'hFF, 8'hB6, 8'h00, 8'h00, 8'h00, 8'h00, 8'h00, 8'h6D, 8'hFF, 8'hDB, 8'hDB, 8'hFF, 8'hB6, 8'h00, 8'h00, 8'h00, 8'h00, 8'h00, 8'h6D, 8'hFF, 8'hDB, 8'hDB, 8'hFB, 8'hB6, 8'h00, 8'h00 },
{8'h00, 8'h00, 8'h24, 8'hB6, 8'hFF, 8'hFF, 8'hDB, 8'h49, 8'h00, 8'h00, 8'h00, 8'h00, 8'h00, 8'h24, 8'hB6, 8'hFF, 8'hFF, 8'hDB, 8'h49, 8'h00, 8'h00, 8'h00, 8'h00, 8'h00, 8'h00, 8'hB6, 8'hFF, 8'hFF, 8'hDB, 8'h49, 8'h00, 8'h00 },
{8'h00, 8'h00, 8'h00, 8'h00, 8'h49, 8'h6D, 8'h24, 8'h00, 8'h00, 8'h00, 8'h00, 8'h00, 8'h00, 8'h00, 8'h00, 8'h49, 8'h6D, 8'h24, 8'h00, 8'h00, 8'h00, 8'h00, 8'h00, 8'h00, 8'h00, 8'h00, 8'h49, 8'h6D, 8'h24, 8'h00, 8'h00, 8'h00 },
{8'h00, 8'h00, 8'h00, 8'h00, 8'h00, 8'h00, 8'h00, 8'h00, 8'h00, 8'h00, 8'h00, 8'h00, 8'h00, 8'h00, 8'h00, 8'h00, 8'h00, 8'h00, 8'h00, 8'h00, 8'h00, 8'h00, 8'h00, 8'h00, 8'h00, 8'h00, 8'h00, 8'h00, 8'h00, 8'h00, 8'h00, 8'h00 },
{8'h00, 8'h00, 8'h00, 8'h00, 8'h00, 8'h00, 8'h00, 8'h00, 8'h00, 8'h00, 8'h00, 8'h00, 8'h00, 8'h00, 8'h00, 8'h00, 8'h00, 8'h00, 8'h00, 8'h00, 8'h00, 8'h00, 8'h00, 8'h00, 8'h00, 8'h00, 8'h00, 8'h00, 8'h00, 8'h00, 8'h00, 8'h00 },
{8'h00, 8'h00, 8'h00, 8'h00, 8'h00, 8'h00, 8'h00, 8'h00, 8'h00, 8'h00, 8'h00, 8'h00, 8'h00, 8'h00, 8'h00, 8'h00, 8'h00, 8'h00, 8'h00, 8'h00, 8'h00, 8'h00, 8'h00, 8'h00, 8'h00, 8'h00, 8'h00, 8'h00, 8'h00, 8'h00, 8'h00, 8'h00 },
{8'h00, 8'h00, 8'h00, 8'h00, 8'h24, 8'h25, 8'h00, 8'h00, 8'h00, 8'h00, 8'h00, 8'h00, 8'h00, 8'h00, 8'h00, 8'h24, 8'h25, 8'h00, 8'h00, 8'h00, 8'h00, 8'h00, 8'h00, 8'h00, 8'h00, 8'h00, 8'h49, 8'h49, 8'h24, 8'h00, 8'h00, 8'h00 },
{8'h00, 8'h00, 8'h00, 8'h92, 8'hDB, 8'hDB, 8'hB6, 8'h24, 8'h00, 8'h00, 8'h00, 8'h00, 8'h00, 8'h00, 8'h92, 8'hDB, 8'hDB, 8'hB6, 8'h24, 8'h00, 8'h00, 8'h00, 8'h00, 8'h00, 8'h00, 8'hB6, 8'hFF, 8'hFF, 8'hDA, 8'h45, 8'h00, 8'h00 },
{8'h00, 8'h00, 8'h49, 8'hFF, 8'hDB, 8'hDB, 8'hFF, 8'h92, 8'h00, 8'h00, 8'h00, 8'h00, 8'h00, 8'h49, 8'hFF, 8'hDB, 8'hDB, 8'hFF, 8'h92, 8'h00, 8'h00, 8'h00, 8'h00, 8'h00, 8'h6D, 8'hFF, 8'hDB, 8'hDB, 8'hFF, 8'hB6, 8'h00, 8'h00 },
{8'h00, 8'h00, 8'h92, 8'hFF, 8'hDB, 8'hDB, 8'hDB, 8'hB6, 8'h00, 8'h00, 8'h00, 8'h00, 8'h00, 8'h92, 8'hFF, 8'hDB, 8'hDB, 8'hDB, 8'hB6, 8'h00, 8'h00, 8'h00, 8'h00, 8'h00, 8'h92, 8'hDB, 8'hDB, 8'hDB, 8'hDB, 8'hDB, 8'h24, 8'h00 },
{8'h00, 8'h00, 8'h6D, 8'hFF, 8'hDB, 8'hDB, 8'hDB, 8'hB6, 8'h00, 8'h00, 8'h00, 8'h00, 8'h00, 8'h6D, 8'hFF, 8'hDB, 8'hDB, 8'hDB, 8'hB6, 8'h00, 8'h00, 8'h00, 8'h00, 8'h00, 8'h92, 8'hFF, 8'hDB, 8'hDB, 8'hDB, 8'hDA, 8'h24, 8'h00 },
{8'h00, 8'h00, 8'h25, 8'hDB, 8'hDB, 8'hDB, 8'hFF, 8'h6D, 8'h00, 8'h00, 8'h00, 8'h00, 8'h00, 8'h25, 8'hDB, 8'hFF, 8'hDB, 8'hFF, 8'h6D, 8'h00, 8'h00, 8'h00, 8'h00, 8'h00, 8'h49, 8'hDB, 8'hDB, 8'hDB, 8'hFF, 8'h92, 8'h00, 8'h00 },
{8'h00, 8'h00, 8'h00, 8'h49, 8'hB6, 8'hB6, 8'h6D, 8'h00, 8'h00, 8'h00, 8'h00, 8'h00, 8'h00, 8'h00, 8'h49, 8'hB6, 8'hB6, 8'h6D, 8'h00, 8'h00, 8'h00, 8'h00, 8'h00, 8'h00, 8'h00, 8'h6D, 8'hDA, 8'hDB, 8'h92, 8'h20, 8'h00, 8'h00 },
{8'h00, 8'h00, 8'h00, 8'h00, 8'h00, 8'h00, 8'h00, 8'h00, 8'h00, 8'h00, 8'h00, 8'h00, 8'h00, 8'h00, 8'h00, 8'h00, 8'h00, 8'h00, 8'h00, 8'h00, 8'h00, 8'h00, 8'h00, 8'h00, 8'h00, 8'h00, 8'h00, 8'h24, 8'h00, 8'h00, 8'h00, 8'h00 },
{8'h00, 8'h00, 8'h00, 8'h00, 8'h00, 8'h00, 8'h00, 8'h00, 8'h00, 8'h00, 8'h00, 8'h00, 8'h00, 8'h00, 8'h00, 8'h00, 8'h00, 8'h00, 8'h00, 8'h00, 8'h00, 8'h00, 8'h00, 8'h00, 8'h00, 8'h00, 8'h00, 8'h00, 8'h00, 8'h00, 8'h00, 8'h00 },
{8'h00, 8'h00, 8'h00, 8'h00, 8'h00, 8'h00, 8'h00, 8'h00, 8'h00, 8'h00, 8'h00, 8'h00, 8'h00, 8'h00, 8'h00, 8'h00, 8'h00, 8'h00, 8'h00, 8'h00, 8'h00, 8'h00, 8'h00, 8'h00, 8'h00, 8'h00, 8'h00, 8'h00, 8'h00, 8'h00, 8'h00, 8'h00 },
{8'h00, 8'h00, 8'h00, 8'h00, 8'h00, 8'h00, 8'h00, 8'h00, 8'h00, 8'h00, 8'h00, 8'h00, 8'h00, 8'h00, 8'h00, 8'h00, 8'h00, 8'h00, 8'h00, 8'h00, 8'h00, 8'h00, 8'h00, 8'h00, 8'h00, 8'h00, 8'h00, 8'h00, 8'h00, 8'h00, 8'h00, 8'h00 },
{8'h00, 8'h00, 8'h00, 8'h24, 8'h6D, 8'h92, 8'h25, 8'h00, 8'h00, 8'h00, 8'h00, 8'h00, 8'h00, 8'h00, 8'h24, 8'h6D, 8'h6D, 8'h25, 8'h00, 8'h00, 8'h00, 8'h00, 8'h00, 8'h00, 8'h00, 8'h24, 8'h6D, 8'h92, 8'h25, 8'h00, 8'h00, 8'h00 },
{8'h00, 8'h00, 8'h24, 8'hB6, 8'hFF, 8'hFF, 8'hDB, 8'h49, 8'h00, 8'h00, 8'h00, 8'h00, 8'h00, 8'h24, 8'hB6, 8'hFF, 8'hFF, 8'hDB, 8'h49, 8'h00, 8'h00, 8'h00, 8'h00, 8'h00, 8'h24, 8'hB6, 8'hFF, 8'hFF, 8'hDB, 8'h49, 8'h00, 8'h00 },
{8'h00, 8'h00, 8'h6D, 8'hFF, 8'hDB, 8'hDB, 8'hDB, 8'hB6, 8'h00, 8'h00, 8'h00, 8'h00, 8'h00, 8'h6D, 8'hFF, 8'hDB, 8'hDB, 8'hDB, 8'hB6, 8'h00, 8'h00, 8'h00, 8'h00, 8'h00, 8'h6D, 8'hFF, 8'hDB, 8'hDB, 8'hDB, 8'hB6, 8'h00, 8'h00 },
{8'h00, 8'h00, 8'h92, 8'hDB, 8'hDB, 8'hDB, 8'hDB, 8'hDA, 8'h00, 8'h00, 8'h00, 8'h00, 8'h00, 8'h92, 8'hDB, 8'hDB, 8'hDB, 8'hDB, 8'hDA, 8'h00, 8'h00, 8'h00, 8'h00, 8'h00, 8'h92, 8'hDB, 8'hDB, 8'hDB, 8'hDB, 8'hDB, 8'h24, 8'h00 },
{8'h00, 8'h00, 8'h92, 8'hFF, 8'hDB, 8'hDB, 8'hDB, 8'hB6, 8'h00, 8'h00, 8'h00, 8'h00, 8'h00, 8'h92, 8'hFF, 8'hDB, 8'hDB, 8'hDB, 8'hB6, 8'h00, 8'h00, 8'h00, 8'h00, 8'h00, 8'h92, 8'hFF, 8'hDB, 8'hDB, 8'hDB, 8'hB6, 8'h00, 8'h00 },
{8'h00, 8'h00, 8'h25, 8'hDB, 8'hFF, 8'hDB, 8'hFF, 8'h6D, 8'h00, 8'h00, 8'h00, 8'h00, 8'h00, 8'h24, 8'hDB, 8'hFF, 8'hDB, 8'hFF, 8'h6D, 8'h00, 8'h00, 8'h00, 8'h00, 8'h00, 8'h24, 8'hDB, 8'hFF, 8'hDB, 8'hFF, 8'h6D, 8'h00, 8'h00 },
{8'h00, 8'h00, 8'h00, 8'h25, 8'h92, 8'hB6, 8'h6D, 8'h00, 8'h00, 8'h00, 8'h00, 8'h00, 8'h00, 8'h00, 8'h25, 8'h92, 8'hB6, 8'h49, 8'h00, 8'h00, 8'h00, 8'h00, 8'h00, 8'h00, 8'h00, 8'h25, 8'h92, 8'hB6, 8'h6D, 8'h00, 8'h00, 8'h00 },
{8'h00, 8'h00, 8'h00, 8'h00, 8'h00, 8'h00, 8'h00, 8'h00, 8'h00, 8'h00, 8'h00, 8'h00, 8'h00, 8'h00, 8'h00, 8'h00, 8'h00, 8'h00, 8'h00, 8'h00, 8'h00, 8'h00, 8'h00, 8'h00, 8'h00, 8'h00, 8'h00, 8'h00, 8'h00, 8'h00, 8'h00, 8'h00 },
{8'h00, 8'h00, 8'h00, 8'h00, 8'h00, 8'h00, 8'h00, 8'h00, 8'h00, 8'h00, 8'h00, 8'h00, 8'h00, 8'h00, 8'h00, 8'h00, 8'h00, 8'h00, 8'h00, 8'h00, 8'h00, 8'h00, 8'h00, 8'h00, 8'h00, 8'h00, 8'h00, 8'h00, 8'h00, 8'h00, 8'h00, 8'h00 }
};
logic [0:3] [0:3] [3:0] hit_colors = 
{16'hC446,     
 16'h8C62,    
 16'h8932,
 16'h9113};
always_ff@(posedge clk or negedge resetN)
begin
	if(!resetN) begin
		RGBout <=	8'h00;
	end
	else begin
		HitEdgeCode <= hit_colors[offsetY >> OBJECT_HEIGHT_Y_DIVIDER][offsetX >> OBJECT_WIDTH_X_DIVIDER];	 
		if (InsideRectangle == 1'b1 )   
			RGBout <= object_colors[offsetY][offsetX];	  
		else 
			RGBout <= TRANSPARENT_ENCODING ;  
	end 
end
assign drawingRequest = (RGBout != TRANSPARENT_ENCODING ) ? 1'b1 : 1'b0 ;  
endmodule
==> job_summary.md <==
## Synthesis and layout report

| Metric | Value |
|---|---|
| Worst-path cell chain | buf_12 -> nor3_4 -> nor3b_4 -> xnor2_1 -> ha_1 -> buf_6 -> a221oi_4 -> buf_6 -> a211oi_4 -> buf_4 -> nor2_4 -> o21ai_1 -> or3_1 -> a21o_1 -> a311oi_1 |
| Worst-Margin Slew | between 0.6 and 0.7 ns |
| Hold Crit Class | input port to asynchronous set/reset pin |
| Distinct cells, synth | 82 |
| Drt wl/cell | 22.19 um |
| Die height | 95.55 um |
| Final hold violation count | 0 |
| CTS tree | done |
| Total clock buffers created by CTS | 3 |
| Max Root-Sink Buffers | 2 |
| Share of layout cells above drive strength 1 | ~44% |
| Max H-tree Level | 1 |
| Endpoints failing setup | 12 |
| Comb area | roughly 3300 sq um |
| Routed WL | 18910 um |
| Residual DRC | 0 |
| Synth flops | 10 |
| Final worst-path cycle share | 281.5% |
| Row count | 33 |
| Critical Path AT | 2.96 ns |
| Antenna fix cells | 0 |
| CP most frequent cell | buf_6 |
| Flip-flops with a built-in enable | 4 |
| First-pass GRT wire length | about 28000 um |
| Failing checks | negative setup slack |
| RSZ-0062 raised after global routing | true |
| Total power | roughly 6.4 mW |
| CP Launch Type | input port |
| Fin. max-slew vios | 0 |
| Die W | 95.55 um |
| Seq/Total Area, Yosys | 7.720% |
| Slowest cell on crit path | or3_1 |
| Max VDD drop | 725.4 uV |
| Number of global-route vias before repair | around 5000 |
| Initial Util | between 40% and 50% |
| # Max-Cap Violations | 0 |
| Root Buffer | clkbuf_8 |
| Core area | 8341 sq um |
| Yosys chip area | 3501 sq um |
| Kind of critical path | input port to flip-flop |
| Worst slew margin | 53.78% |
| Initial antenna violation count | 0 |
| Leak Pwr | 2.561 nW |
| Highest Clock Rate | around 360 MHz |
| Detail Placement HPWL | 14220 um |
| Minimum clock period after layout | 2.815 ns |
| Vias | 5549 |
| Register Area | 270.3 sq um |
| CTS Hold Bufs | 0 |
| Drt pass-1 iters | 7 |
| Main flop type | dfrtp_1 |
| GP Congestion | 1.100 |
| Async SR Flop Fraction | between 60% and 70% |
| Min setup slack post-route | -1.815 ns |
| Ys Warns | 1 |
| Vias/cell | 6.513 |
| Area delta synth->final | 73.16% |
| Worst EP required | 1.14 ns |
| Outcome | complete, but fails checks |
| Crit-path max cell delay | ~0.32 ns |
| Post-Syn Area per Cell | 6.681 sq um |
| Worst setup EP type | flip-flop |
| Ys cells | 524 |
| CTS Sinks | 10 |
| Synthesized area | around 3500 sq um |
| Pwr Density | ~1000 nW/um^2 |
| Post-route ant nets | 0 |
| Die area | 9130 sq um |
| I/O pins | 38 |
| Hold WS | around 0.44 ns |
| Clk slew on worst S/H paths | approximately 0.05 ns |
| Grt ovf | 0 |
| Tot GR Track Use | 41.92% |
| OpenROAD warning count | 32 |
| Filler instances | 624 |
| Number of buffers added on ports | 33 |
| Mapped Cells | 524 |
| CP Max Fanout | 5 |
| Violation count after the first detailed-routing iteration | between 500 and 600 |
| Largest net degree at the start of global routing | 25 |
| Dpl ws | -2.578 ns |
cells by family after synthesis:
kind of cell	after synthesis	share of synthesized area (%)
compound gates	240	48.71
mux	2	0.6076
xor+xnor	20	5.218
fa+ha+maj	13	5.004
buf+inv	68	8.578
flops	10	7.720
simple gates	171	24.16
critical path, delay by kind of cell:
family	cells	cell delay [ns]
simple gates	4	0.88
xor+xnor	1	0.14
buf+inv	4	0.57
fa+ha+maj	1	0.27
compound gates	5	0.88
synth_stat cells (all sizes together), types with 5 or more instances:
cell type  instances  share of area [%]
a21o               6                1.3
xnor2             14                3.5
o311a              5                1.4
a31oi             13                2.5
nand2             38                4.1
a211o              5                1.3
a221oi             7                2.4
o22ai              5               0.89
ha                10                3.6
nor2              47                5.1
nand2b            16                2.9
clkbuf            19                2.0
o31ai              7                1.5
buf               33                4.8
xor2               6                1.7
a22oi              6                1.3
o2111ai            9                2.3
o311ai             5                1.3
o211ai            10                2.3
o41ai              5                1.3
inv               16                1.7
a21oi             49                7.0
nor3              16                2.3
o221ai             7                1.8
a211oi            12                2.9
dfrtp              6                4.3
o21a               5                1.1
nor2b             11                2.0
o21ai             47                6.7
nand3             19                2.7
per-stage QoR:
stage / std cells / util [%] / instance area, sq um / TNS, ns
after global routing: 852 / 72.68 / 6062 / -15.18
after CTS: 850 / 71.57 / 5969 / -12.91
final: 852 / 72.68 / 6062 / -13.93
after global placement: 831 / 66.76 / 5568 / -21.51
after floorplan: 524 / - / 3626 / -12.01
after detailed placement: 831 / 66.76 / 5568 / -22.37
cells in the final DEF, fill, tap and decap left out, drive strengths merged, types with 14 or more instances in the layout:
| cell | count |
|---|---|
| buf | 250 |
| a21oi | 49 |
| nor2 | 47 |
| o21ai | 47 |
| nand2 | 38 |
| nand3 | 19 |
| nand2b | 16 |
| nor3 | 16 |
| inv | 16 |
| xnor2 | 14 |
final timing paths:
| kind | slack [ns] | endpoint | from |
|---|---|---|---|
| worst max-delay path | -1.82 | RGBout[5] | offsetX[6] |
| worst min-delay path | 0.44 | RGBout[0] | resetN |
| max in group asynchronous | 0.45 | RGBout[4] | resetN |
| min in group clk0 | 0.57 | HitEdgeCode[0] | offsetX[5] |
routing by layer:
metal	GRT usage, %	vias to the layer above	part of all wire [%]
li1	-	2501	-
met1	59.61	2587	40
met2	62.50	373	42
met3	9.651	88	12
met4	14.55	0	5.0
met5	0	-	0
layout make-up:
| type | count | area share (%) |
|---|---|---|
| tap | 105 | 2.167 |
| sequential | 10 | 4.458 |
| inverter | 16 | 1.238 |
| clock buffer | 4 | 0.9082 |
| timing repair buffer | 270 | 36.12 |
| multi-input combinational | 447 | 55.11 |
state kept, by name, summed over array words and instances, names as in the netlist:
register and count:
RGBout 6, HitEdgeCode 4
report_power, final:
group,switching [mW],internal (mW),total [mW]
registers,0.0538,0.533,0.587
clock network,0.157,0.346,0.503
logic,2.76,2.51,5.27
total,2.97,3.39,6.36
repair_timing:
| item | in CTS | in global routing |
|---|---|---|
| pin swaps | 38 | 21 |
| cloned | 1 | 0 |
| gates resized | 116 | 25 |
| setup buffers | 14 | 3 |
| endpoints found under the setup margin | 23 | 20 |
No activity file was given, so power comes from the tool's default toggle rates.
