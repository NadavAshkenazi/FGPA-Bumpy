`design/flow/run.sh`:
```
#!/bin/bash
# OpenROAD 26Q1-2900-gdf79404cd8, Yosys 0.63+post, stock flow scripts
make -C /OpenROAD-flow-scripts/flow DESIGN_CONFIG=/design/flow/config.mk WORK_HOME=/design/flow/orfs finish
```
`design/flow/config.mk`:
```
export PLATFORM = sky130hd
export DESIGN_NAME = syringeBitMap
export DESIGN_NICKNAME = syringeBitMap
export VERILOG_FILES = /design/flow/design.v
export SDC_FILE = /design/flow/constraint.sdc
export NUM_CORES = 4
export LEC_CHECK = 1
export CORE_UTILIZATION = 30
```
`design/flow/constraint.sdc`:
```
current_design syringeBitMap

set clk_period 1.0
set clk_io_pct 0.2

create_clock -name clk0 -period $clk_period [get_ports {clk}]

set non_clock_inputs [all_inputs -no_clocks]
set_input_delay [expr $clk_period * $clk_io_pct] -clock clk0 $non_clock_inputs
set_output_delay [expr $clk_period * $clk_io_pct] -clock clk0 [all_outputs]
```
`design/flow/design.v`:
```
module	syringeBitMap	(	
					input	logic	clk,
					input	logic	resetN,
					input logic	[10:0] offsetX, 
					input logic	[10:0] offsetY,
					input	logic	InsideRectangle,  
					output	logic	drawingRequest,  
					output	logic	[7:0] RGBout,   
					output	logic	[3:0] HitEdgeCode  
 ) ;
localparam  int OBJECT_NUMBER_OF_Y_BITS = 5;  
localparam  int OBJECT_NUMBER_OF_X_BITS = 5;  
logic debug;
localparam  int OBJECT_HEIGHT_Y = 32;
localparam  int OBJECT_WIDTH_X = 32;
localparam  int OBJECT_HEIGHT_Y_DIVIDER = OBJECT_NUMBER_OF_Y_BITS - 2;  
localparam  int OBJECT_WIDTH_X_DIVIDER =  OBJECT_NUMBER_OF_X_BITS - 2;
localparam logic [7:0] TRANSPARENT_ENCODING = 8'hFF ; 
logic [0:OBJECT_WIDTH_X-1] [0:OBJECT_HEIGHT_Y-1] [8-1:0] object_colors = {
{8'hFF, 8'hFF, 8'hFF, 8'hFF, 8'hFF, 8'hFF, 8'hFF, 8'hFF, 8'hFF, 8'hFF, 8'hFF, 8'hFF, 8'hFF, 8'hFF, 8'hFF, 8'hFF, 8'hFF, 8'hFF, 8'hFF, 8'hFF, 8'hFF, 8'hFF, 8'hFF, 8'hFF, 8'hFF, 8'hFF, 8'hFF, 8'hFF, 8'hFF, 8'hFF, 8'hFF, 8'hFF },
{8'hFF, 8'hFF, 8'hFF, 8'hFF, 8'hFF, 8'hFF, 8'hFF, 8'hFF, 8'hFF, 8'hFF, 8'hFF, 8'hFF, 8'hFF, 8'hFF, 8'hFF, 8'hDB, 8'hDB, 8'hFF, 8'hFF, 8'hFF, 8'hFF, 8'hFF, 8'hFF, 8'hFF, 8'hFF, 8'hFF, 8'hFF, 8'hFF, 8'hFF, 8'hFF, 8'hFF, 8'hFF },
{8'hFF, 8'hFF, 8'hFF, 8'hFF, 8'hFF, 8'hFF, 8'hFF, 8'hFF, 8'hFF, 8'hFF, 8'hFF, 8'hFF, 8'hFF, 8'hFF, 8'hFF, 8'hDB, 8'hDB, 8'hFF, 8'hFF, 8'hFF, 8'hFF, 8'hFF, 8'hFF, 8'hFF, 8'hFF, 8'hFF, 8'hFF, 8'hFF, 8'hFF, 8'hFF, 8'hFF, 8'hFF },
{8'hFF, 8'hFF, 8'hFF, 8'hFF, 8'hFF, 8'hFF, 8'hFF, 8'hFF, 8'hFF, 8'hFF, 8'hFF, 8'hFF, 8'hFF, 8'hFF, 8'hFF, 8'hDB, 8'hDB, 8'hFF, 8'hFF, 8'hFF, 8'hFF, 8'hFF, 8'hFF, 8'hFF, 8'hFF, 8'hFF, 8'hFF, 8'hFF, 8'hFF, 8'hFF, 8'hFF, 8'hFF },
{8'hFF, 8'hFF, 8'hFF, 8'hFF, 8'hFF, 8'hFF, 8'hFF, 8'hFF, 8'hFF, 8'hFF, 8'hFF, 8'hFF, 8'hFF, 8'hFF, 8'hFF, 8'hDB, 8'hDB, 8'hFF, 8'hFF, 8'hFF, 8'hFF, 8'hFF, 8'hFF, 8'hFF, 8'hFF, 8'hFF, 8'hFF, 8'hFF, 8'hFF, 8'hFF, 8'hFF, 8'hFF },
{8'hFF, 8'hFF, 8'hFF, 8'hFF, 8'hFF, 8'hFF, 8'hFF, 8'hFF, 8'hFF, 8'hFF, 8'hFF, 8'hFF, 8'hFF, 8'hFF, 8'hFF, 8'hDB, 8'hDB, 8'hFF, 8'hFF, 8'hFF, 8'hFF, 8'hFF, 8'hFF, 8'hFF, 8'hFF, 8'hFF, 8'hFF, 8'hFF, 8'hFF, 8'hFF, 8'hFF, 8'hFF },
{8'hFF, 8'hFF, 8'hFF, 8'hFF, 8'hFF, 8'hFF, 8'hFF, 8'hFF, 8'hFF, 8'hFF, 8'hFF, 8'hFF, 8'hFF, 8'hFF, 8'hFF, 8'hDB, 8'hDB, 8'hFF, 8'hFF, 8'hFF, 8'hFF, 8'hFF, 8'hFF, 8'hFF, 8'hFF, 8'hFF, 8'hFF, 8'hFF, 8'hFF, 8'hFF, 8'hFF, 8'hFF },
{8'hFF, 8'hFF, 8'hFF, 8'hFF, 8'hFF, 8'hFF, 8'hFF, 8'hFF, 8'hFF, 8'hFF, 8'hFF, 8'hFF, 8'hFF, 8'hFF, 8'hFF, 8'hB6, 8'hB6, 8'hDF, 8'hFF, 8'hFF, 8'hFF, 8'hFF, 8'hFF, 8'hFF, 8'hFF, 8'hFF, 8'hFF, 8'hFF, 8'hFF, 8'hFF, 8'hFF, 8'hFF },
{8'hFF, 8'hFF, 8'hFF, 8'hFF, 8'hFF, 8'hFF, 8'hFF, 8'hFF, 8'hFF, 8'hFF, 8'hFF, 8'hFF, 8'hFF, 8'hB6, 8'h6D, 8'h8D, 8'h8D, 8'h6D, 8'hB6, 8'hFF, 8'hFF, 8'hFF, 8'hFF, 8'hFF, 8'hFF, 8'hFF, 8'hFF, 8'hFF, 8'hFF, 8'hFF, 8'hFF, 8'hFF },
{8'hFF, 8'hFF, 8'hFF, 8'hFF, 8'hFF, 8'hFF, 8'hFF, 8'hFF, 8'hFF, 8'hFF, 8'hFF, 8'hFF, 8'hFF, 8'h92, 8'hAD, 8'hC9, 8'hC9, 8'hCD, 8'h6E, 8'hFF, 8'hFF, 8'hFF, 8'hFF, 8'hFF, 8'hFF, 8'hFF, 8'hFF, 8'hFF, 8'hFF, 8'hFF, 8'hFF, 8'hFF },
{8'hFF, 8'hFF, 8'hFF, 8'hFF, 8'hFF, 8'hFF, 8'hFF, 8'hFF, 8'hFF, 8'hFF, 8'hFF, 8'hFF, 8'hFF, 8'h92, 8'hCD, 8'hC9, 8'hC9, 8'hC9, 8'h92, 8'hFF, 8'hFF, 8'hFF, 8'hFF, 8'hFF, 8'hFF, 8'hFF, 8'hFF, 8'hFF, 8'hFF, 8'hFF, 8'hFF, 8'hFF },
{8'hFF, 8'hFF, 8'hFF, 8'hFF, 8'hFF, 8'hFF, 8'hFF, 8'hFF, 8'hFF, 8'hFF, 8'hFF, 8'hFF, 8'hFF, 8'h92, 8'hCD, 8'hC9, 8'hC9, 8'hC9, 8'h92, 8'hFF, 8'hFF, 8'hFF, 8'hFF, 8'hFF, 8'hFF, 8'hFF, 8'hFF, 8'hFF, 8'hFF, 8'hFF, 8'hFF, 8'hFF },
{8'hFF, 8'hFF, 8'hFF, 8'hFF, 8'hFF, 8'hFF, 8'hFF, 8'hFF, 8'hFF, 8'hFF, 8'hFF, 8'hFF, 8'hFF, 8'h92, 8'hCD, 8'hC9, 8'hC9, 8'hC9, 8'h92, 8'hFF, 8'hFF, 8'hFF, 8'hFF, 8'hFF, 8'hFF, 8'hFF, 8'hFF, 8'hFF, 8'hFF, 8'hFF, 8'hFF, 8'hFF },
{8'hFF, 8'hFF, 8'hFF, 8'hFF, 8'hFF, 8'hFF, 8'hFF, 8'hFF, 8'hFF, 8'hFF, 8'hFF, 8'hFF, 8'hFF, 8'h92, 8'hAD, 8'hC9, 8'hC9, 8'hC9, 8'h92, 8'hFF, 8'hFF, 8'hFF, 8'hFF, 8'hFF, 8'hFF, 8'hFF, 8'hFF, 8'hFF, 8'hFF, 8'hFF, 8'hFF, 8'hFF },
{8'hFF, 8'hFF, 8'hFF, 8'hFF, 8'hFF, 8'hFF, 8'hFF, 8'hFF, 8'hFF, 8'hFF, 8'hFF, 8'hFF, 8'hFF, 8'h92, 8'hAD, 8'hC9, 8'hC9, 8'hC9, 8'h92, 8'hFF, 8'hFF, 8'hFF, 8'hFF, 8'hFF, 8'hFF, 8'hFF, 8'hFF, 8'hFF, 8'hFF, 8'hFF, 8'hFF, 8'hFF },
{8'hFF, 8'hFF, 8'hFF, 8'hFF, 8'hFF, 8'hFF, 8'hFF, 8'hFF, 8'hFF, 8'hFF, 8'hFF, 8'hFF, 8'hFF, 8'h92, 8'hAD, 8'hC9, 8'hC9, 8'hC9, 8'h8E, 8'hFF, 8'hFF, 8'hFF, 8'hFF, 8'hFF, 8'hFF, 8'hFF, 8'hFF, 8'hFF, 8'hFF, 8'hFF, 8'hFF, 8'hFF },
{8'hFF, 8'hFF, 8'hFF, 8'hFF, 8'hFF, 8'hFF, 8'hFF, 8'hFF, 8'hFF, 8'hFF, 8'hFF, 8'hFF, 8'hFF, 8'h92, 8'hAD, 8'hC9, 8'hC9, 8'hC9, 8'h92, 8'hFF, 8'hFF, 8'hFF, 8'hFF, 8'hFF, 8'hFF, 8'hFF, 8'hFF, 8'hFF, 8'hFF, 8'hFF, 8'hFF, 8'hFF },
{8'hFF, 8'hFF, 8'hFF, 8'hFF, 8'hFF, 8'hFF, 8'hFF, 8'hFF, 8'hFF, 8'hFF, 8'hFF, 8'hFF, 8'hFF, 8'h92, 8'hCD, 8'hC9, 8'hC9, 8'hC9, 8'h8E, 8'hFF, 8'hFF, 8'hFF, 8'hFF, 8'hFF, 8'hFF, 8'hFF, 8'hFF, 8'hFF, 8'hFF, 8'hFF, 8'hFF, 8'hFF },
{8'hFF, 8'hFF, 8'hFF, 8'hFF, 8'hFF, 8'hFF, 8'hFF, 8'hFF, 8'hFF, 8'hFF, 8'hFF, 8'hFF, 8'hFF, 8'h92, 8'hB2, 8'hB2, 8'hB2, 8'hB6, 8'h92, 8'hFF, 8'hFF, 8'hFF, 8'hFF, 8'hFF, 8'hFF, 8'hFF, 8'hFF, 8'hFF, 8'hFF, 8'hFF, 8'hFF, 8'hFF },
{8'hFF, 8'hFF, 8'hFF, 8'hFF, 8'hFF, 8'hFF, 8'hFF, 8'hFF, 8'hFF, 8'hFF, 8'hFF, 8'hFF, 8'hFF, 8'h92, 8'h92, 8'h92, 8'hB6, 8'hB6, 8'h92, 8'hFF, 8'hFF, 8'hFF, 8'hFF, 8'hFF, 8'hFF, 8'hFF, 8'hFF, 8'hFF, 8'hFF, 8'hFF, 8'hFF, 8'hFF },
{8'hFF, 8'hFF, 8'hFF, 8'hFF, 8'hFF, 8'hFF, 8'hFF, 8'hFF, 8'hFF, 8'hFF, 8'hFF, 8'hFF, 8'hFF, 8'h92, 8'h92, 8'h92, 8'hB6, 8'hB6, 8'h92, 8'hFF, 8'hFF, 8'hFF, 8'hFF, 8'hFF, 8'hFF, 8'hFF, 8'hFF, 8'hFF, 8'hFF, 8'hFF, 8'hFF, 8'hFF },
{8'hFF, 8'hFF, 8'hFF, 8'hFF, 8'hFF, 8'hFF, 8'hFF, 8'hFF, 8'hFF, 8'hFF, 8'hFF, 8'hFF, 8'hFF, 8'h92, 8'h92, 8'h92, 8'h92, 8'hB6, 8'h92, 8'hFF, 8'hFF, 8'hFF, 8'hFF, 8'hFF, 8'hFF, 8'hFF, 8'hFF, 8'hFF, 8'hFF, 8'hFF, 8'hFF, 8'hFF },
{8'hFF, 8'hFF, 8'hFF, 8'hFF, 8'hFF, 8'hFF, 8'hFF, 8'hFF, 8'hFF, 8'hFF, 8'hFF, 8'hFF, 8'hFF, 8'h92, 8'h92, 8'h92, 8'hB6, 8'hD6, 8'h92, 8'hFF, 8'hFF, 8'hFF, 8'hFF, 8'hFF, 8'hFF, 8'hFF, 8'hFF, 8'hFF, 8'hFF, 8'hFF, 8'hFF, 8'hFF },
{8'hFF, 8'hFF, 8'hFF, 8'hFF, 8'hFF, 8'hFF, 8'hFF, 8'hFF, 8'hFF, 8'hFF, 8'hFF, 8'hFF, 8'hDB, 8'h4D, 8'h6D, 8'h6D, 8'h6D, 8'h6D, 8'h49, 8'hB6, 8'hFF, 8'hFF, 8'hFF, 8'hFF, 8'hFF, 8'hFF, 8'hFF, 8'hFF, 8'hFF, 8'hFF, 8'hFF, 8'hFF },
{8'hFF, 8'hFF, 8'hFF, 8'hFF, 8'hFF, 8'hFF, 8'hFF, 8'hFF, 8'hFF, 8'hFF, 8'hFF, 8'hFF, 8'hDB, 8'hDA, 8'h6E, 8'h49, 8'h49, 8'h6D, 8'hDA, 8'hDB, 8'hFF, 8'hFF, 8'hFF, 8'hFF, 8'hFF, 8'hFF, 8'hFF, 8'hFF, 8'hFF, 8'hFF, 8'hFF, 8'hFF },
{8'hFF, 8'hFF, 8'hFF, 8'hFF, 8'hFF, 8'hFF, 8'hFF, 8'hFF, 8'hFF, 8'hFF, 8'hFF, 8'hFF, 8'hFF, 8'hFF, 8'h92, 8'h49, 8'h4D, 8'h6E, 8'hFF, 8'hFF, 8'hFF, 8'hFF, 8'hFF, 8'hFF, 8'hFF, 8'hFF, 8'hFF, 8'hFF, 8'hFF, 8'hFF, 8'hFF, 8'hFF },
{8'hFF, 8'hFF, 8'hFF, 8'hFF, 8'hFF, 8'hFF, 8'hFF, 8'hFF, 8'hFF, 8'hFF, 8'hFF, 8'hFF, 8'hFF, 8'hFF, 8'h92, 8'h49, 8'h49, 8'h6E, 8'hFF, 8'hFF, 8'hFF, 8'hFF, 8'hFF, 8'hFF, 8'hFF, 8'hFF, 8'hFF, 8'hFF, 8'hFF, 8'hFF, 8'hFF, 8'hFF },
{8'hFF, 8'hFF, 8'hFF, 8'hFF, 8'hFF, 8'hFF, 8'hFF, 8'hFF, 8'hFF, 8'hFF, 8'hFF, 8'hFF, 8'hFF, 8'hFF, 8'h92, 8'h49, 8'h49, 8'h6E, 8'hFF, 8'hFF, 8'hFF, 8'hFF, 8'hFF, 8'hFF, 8'hFF, 8'hFF, 8'hFF, 8'hFF, 8'hFF, 8'hFF, 8'hFF, 8'hFF },
{8'hFF, 8'hFF, 8'hFF, 8'hFF, 8'hFF, 8'hFF, 8'hFF, 8'hFF, 8'hFF, 8'hFF, 8'hFF, 8'hFF, 8'hFF, 8'hFF, 8'h92, 8'h49, 8'h49, 8'h6E, 8'hFF, 8'hFF, 8'hFF, 8'hFF, 8'hFF, 8'hFF, 8'hFF, 8'hFF, 8'hFF, 8'hFF, 8'hFF, 8'hFF, 8'hFF, 8'hFF },
{8'hFF, 8'hFF, 8'hFF, 8'hFF, 8'hFF, 8'hFF, 8'hFF, 8'hFF, 8'hFF, 8'hFF, 8'hFF, 8'hFF, 8'hFF, 8'hFF, 8'h92, 8'h49, 8'h4D, 8'h6E, 8'hFF, 8'hFF, 8'hFF, 8'hFF, 8'hFF, 8'hFF, 8'hFF, 8'hFF, 8'hFF, 8'hFF, 8'hFF, 8'hFF, 8'hFF, 8'hFF },
{8'hFF, 8'hFF, 8'hFF, 8'hFF, 8'hFF, 8'hFF, 8'hFF, 8'hFF, 8'hFF, 8'hFF, 8'hFF, 8'hFF, 8'h92, 8'h6D, 8'h49, 8'h49, 8'h49, 8'h49, 8'h6D, 8'h6D, 8'hDB, 8'hFF, 8'hFF, 8'hFF, 8'hFF, 8'hFF, 8'hFF, 8'hFF, 8'hFF, 8'hFF, 8'hFF, 8'hFF },
{8'hFF, 8'hFF, 8'hFF, 8'hFF, 8'hFF, 8'hFF, 8'hFF, 8'hFF, 8'hFF, 8'hFF, 8'hFF, 8'hFF, 8'hB6, 8'hB6, 8'hB6, 8'hB6, 8'hB6, 8'hB6, 8'hB6, 8'hB6, 8'hFF, 8'hFF, 8'hFF, 8'hFF, 8'hFF, 8'hFF, 8'hFF, 8'hFF, 8'hFF, 8'hFF, 8'hFF, 8'hFF }
};
logic [0:3] [0:3] [3:0] hit_colors = 
{16'hC446,     
 16'h8C62,    
 16'h8932,
 16'h9113};
always_ff@(posedge clk or negedge resetN)
begin
	if(!resetN) begin
		RGBout <=	8'h00;
	end
	else begin
		HitEdgeCode <= hit_colors[offsetY >> OBJECT_HEIGHT_Y_DIVIDER][offsetX >> OBJECT_WIDTH_X_DIVIDER];	 
		if (InsideRectangle == 1'b1 )   
			RGBout <= object_colors[offsetY][offsetX];	  
		else 
			RGBout <= TRANSPARENT_ENCODING ;  
	end 
end
assign drawingRequest = (RGBout != TRANSPARENT_ENCODING ) ? 1'b1 : 1'b0 ;  
endmodule
```
==> Changelog: implementation <==
## Implementation

* Global-route wire length before repair at 15300 µm
* Yosys warns at 1
* Top Family by Delay on Critical Path: AND-OR/OR-AND gates
* Cell Area, Synth at 2420 µm²
* CTS tree: built
* # Cells Yosys at 324
* Fillers at 677
* Final setup viols at 16
* Non-Filler Instances at 587
* Status: finished, violations left
* Logic area at 2310 µm²
* Startpoint types: input port
* Layout cells sized above 1 at 51.3%
* Total Power at 4710 µW
* Crit Path Max Fanout at 7
* Mean Syn Cell Area at 7.48 µm²
* Initial DRC Count at 171
* Clk slew on worst S/H paths at 50 ps
* DRC at 0
* Pwr/cell area at 1080 nW/µm²
* Worst setup EP type: flop
* I/O pins at 38
* DIE WIDTH at 91.9 µm
* Initial antenna violation count at 0
* Wire length per cell at 16.6 µm
* FF+latch area at 320 µm²
* Final hold vios at 0
* EDFF count, synth at 4
* Syn-to-layout area delta at 80.3%
* Number of CTS-inserted buffers at 3
* N_diodes at 0
* CP peak stage delay at 480 ps
* Die H at 91.9 µm
* Critical-path top delay cell: fa_2
* Commonest Layout Cell: buf_4
* DR vias at 3263
* CTS H-Tree Depth at 1
* Standard-cell rows at 32
* Core Footprint at 7770 µm²
* Data arrival time of the critical path at 2500 ps
* Yosys chip area at 2420 µm²
* Fin crit period at 2350 ps
* Clk buf depth at 2
* DP Wirelength at 7400 µm
* Setup TNS Final at -13950 ps
* Slew HR at 68.0%
* Clock Tree Root: clkbuf_8
* Count of tool warnings at 32
* CP cell instances: clkbuf_2 > inv_2 > ha_4 > inv_1 > fa_2 > buf_12 > buf_12 > nand2b_2 > o21ai_1 > a31oi_1 > a32oi_1 > a32oi_1 > o211ai_1
* HP Class: input port to asynchronous set/reset pin
* Most common logic cells in the final layout: 134 x buf_4, 26 x o21ai_0, 22 x a21oi_1
* Starting Density at 31.2%
* Post-synthesis sequential area ratio at 13.2%
* Buffer and inverter count on the worst path at 5
* RSZ-0062 raised after global routing: true
* Worst slew pin tran at 475 ps
* Max Freq at 426 MHz
* IO buf count at 33
* Global-route usage over all layers at 22.9%
* Maximum vdd drop at 449 µV
* Post-Syn Instances at 324
* Flops after synth at 12
* Period utilization at 235%
* GRT overflow at 0
* ANT nets after route at 0
* Total die size at 8440 µm²
* Maximum Capacitance Violations at 0
* Global placement routability congestion at 1.03
* Pin count of the biggest net entering global routing at 18
* DRT Wirelength at 9720 µm
* Leakage at 0.00183 µW
* Placed Cells incl. Taps at 569
* Vias in the first global route at 3034
* CP required at 1150 ps
* Failing checks: negative setup slack
* Dominant flop cell: dfrtp_1
* Final slew viol count at 0
* Via/cell ratio at 5.56
* Detailed Routing Iterations Pass 1 at 5
* Clock sink count at 12
* Critical path class: input port to flop
* Final WS setup at -1350 ps
* Hold WS at 407 ps
* Synth async-reset ratio at 66.7%
* Post-synth cell types at 75
[layout make-up]
type	count	share of cell area (%)
multi-input cells	267	53.0
repair buffers	182	33.8
flip-flops and latches	12	7.34
well taps	102	2.92
inverters	20	1.72
clock buffers	4	1.26
[layer usage]
metal | GRT usage [%] | vias up | part of all wire (%)
met5 | 0 | - | 0
met3 | 1.18 | 20 | 5.9
li1 | - | 1577 | -
met1 | 35.2 | 1533 | 48
met4 | 4.43 | 0 | 2.2
met2 | 36.1 | 133 | 44
[cell usage after synthesis, types with 3 or more instances]
library cell   n  area (µm²)
nand2b_1       4        25.0
o211ai_1       6        45.0
buf_1          3        11.3
xnor2_1       10        87.6
nand3_1        8        40.0
o21ai_0       27         135
nor2_1        16        60.1
nand2_1       22        82.6
edfxtp_1       4         120
inv_1         17        63.8
a21o_1         3        22.5
o31ai_1        5        37.5
o2111ai_1      3        26.3
a31oi_1        8        50.1
nor2b_1        7        43.8
o22ai_1        9        56.3
nor3_1        10        50.1
xor2_1         3        26.3
a211oi_1       7        52.6
nand4_1        6        37.5
buf_2          9        45.0
clkbuf_1      12        45.0
a22oi_1        5        37.5
o311ai_1       4        35.0
o21a_1         3        22.5
dfrtp_1        8         200
a21oi_1       26         130
ha_1          10         125
or2_2          3        18.8
a221oi_1       3        26.3
[report_power, final]
part / switching, µW / leakage (µW) / internal (µW)
sequential: 38.2 / 0.000127 / 599
clock: 153 / 0.0000288 / 346
combinational: 1740 / 0.00167 / 1840
total: 1930 / 0.00183 / 2780
[metrics by stage]
step,util (%),worst slack [ps],instance area [µm²]
3_5_place_dp,49.7,-2140,3860
5_1_grt,56.2,-1490,4370
4_1_cts,53.3,-1500,4140
3_3_place_gp,49.7,-2180,3860
2_1_floorplan,-,-1450,2490
6_report,56.2,-1350,4370
[how the worst max path moves through the flow]
stage | startpoint | end | depth (start not counted) | slack, ps
CTS | offsetX[9] | RGBout[2] | 12 | -1500
global route | offsetX[8] | RGBout[2] | 13 | -1490
finish | offsetX[6] | RGBout[2] | 13 | -1350
[state kept, by name (all words and copies together), names as in the netlist]
register and cells:
HitEdgeCode 4, RGBout 8
[what timing repair did]
| item | 4_1_cts | 5_1_grt |
|---|---|---|
| pin swaps | 30 | 34 |
| setup buffers | 10 | 6 |
| hold buffers | 0 | 0 |
| resized | 85 | 63 |
| endpoints found under the setup margin | 25 | 23 |
[cell families after synthesis]
logic type                 count (synthesis)  synth area share [%]
AOI/OAI and AO/OA                        136                  39.7
and+or+nand+nor                          102                  25.2
buffers and inverters                     45                  7.75
xor gates and xnor gates                  15                  6.46
adders and majority gates                 12                  6.82
DFF                                       12                  13.2
muxes                                      2                 0.826
No activity file was given, so power comes from the tool's default toggle rates.
