[design/flow/config.mk]
export PLATFORM = sky130hd
export DESIGN_NAME = LEGOBGDBitMap
export DESIGN_NICKNAME = LEGOBGDBitMap
export VERILOG_FILES = /design/flow/design.v
export SDC_FILE = /design/flow/constraint.sdc
export NUM_CORES = 4
export LEC_CHECK = 1
export CORE_UTILIZATION = 50
[design/flow/run.sh]
#!/bin/bash
# OpenROAD 26Q1-2900-gdf79404cd8, Yosys 0.63+post, stock flow scripts
make -C /OpenROAD-flow-scripts/flow DESIGN_CONFIG=/design/flow/config.mk WORK_HOME=/design/flow/orfs finish
[design/flow/constraint.sdc]
current_design LEGOBGDBitMap

set clk_period 1.1
set clk_io_pct 0.2

create_clock -name clk0 -period $clk_period [get_ports {clk}]

set non_clock_inputs [all_inputs -no_clocks]
set_input_delay [expr $clk_period * $clk_io_pct] -clock clk0 $non_clock_inputs
set_output_delay [expr $clk_period * $clk_io_pct] -clock clk0 [all_outputs]
[design/flow/design.v]
module	LEGOBGDBitMap	(	
					input	logic	clk,
					input	logic	resetN,
					input logic	[10:0] offsetX, 
					input logic	[10:0] offsetY,
					input	logic	InsideRectangle,  
					output	logic	drawingRequest,  
					output	logic	[7:0] RGBout,   
					output	logic	[3:0] HitEdgeCode  
 ) ;
localparam  int OBJECT_NUMBER_OF_Y_BITS = 5;  
localparam  int OBJECT_NUMBER_OF_X_BITS = 5;  
localparam  int OBJECT_HEIGHT_Y = 32;
localparam  int OBJECT_WIDTH_X = 32;
localparam  int OBJECT_HEIGHT_Y_DIVIDER = OBJECT_NUMBER_OF_Y_BITS - 2;  
localparam  int OBJECT_WIDTH_X_DIVIDER =  OBJECT_NUMBER_OF_X_BITS - 2;
localparam logic [7:0] TRANSPARENT_ENCODING = 8'hFF ; 
logic [0:OBJECT_WIDTH_X-1] [0:OBJECT_HEIGHT_Y-1] [8-1:0] object_colors = {
{8'hE8, 8'hEC, 8'hEC, 8'hEC, 8'hE8, 8'hE8, 8'hE8, 8'hE8, 8'hEC, 8'hE8, 8'hEC, 8'hF9, 8'hF9, 8'hF9, 8'hF9, 8'hF9, 8'hF9, 8'hF9, 8'hF9, 8'hF9, 8'hF9, 8'hD9, 8'h95, 8'h99, 8'h99, 8'h99, 8'h99, 8'h99, 8'h99, 8'h99, 8'h99, 8'h99 },
{8'hE8, 8'hE8, 8'hE8, 8'hE8, 8'hED, 8'hED, 8'hED, 8'hE8, 8'hE8, 8'hE8, 8'hEC, 8'hF9, 8'hF9, 8'hF9, 8'hF9, 8'hF9, 8'hF9, 8'hF9, 8'hF9, 8'hF9, 8'hF9, 8'hD9, 8'h95, 8'h99, 8'h99, 8'h95, 8'h99, 8'hB9, 8'h99, 8'h95, 8'h95, 8'h95 },
{8'hE8, 8'hEC, 8'hC8, 8'hCD, 8'hED, 8'hED, 8'hED, 8'hF1, 8'hEC, 8'hE8, 8'hEC, 8'hF9, 8'hF9, 8'hF5, 8'hD5, 8'hF9, 8'hF9, 8'hF9, 8'hF9, 8'hF9, 8'hF8, 8'hD9, 8'h95, 8'h99, 8'h95, 8'h95, 8'hB9, 8'hB9, 8'hB9, 8'hB9, 8'h95, 8'h95 },
{8'hEC, 8'hC8, 8'hC8, 8'hEC, 8'hE8, 8'hE8, 8'hE8, 8'hED, 8'hED, 8'hE8, 8'hEC, 8'hF9, 8'hF5, 8'hD4, 8'hF9, 8'hF9, 8'hF9, 8'hF9, 8'hF9, 8'hF9, 8'hF9, 8'hD9, 8'h99, 8'h95, 8'h75, 8'h99, 8'h95, 8'h95, 8'h95, 8'hB9, 8'hB9, 8'h95 },
{8'hEC, 8'hC8, 8'hC8, 8'hEC, 8'hE8, 8'hE8, 8'hE8, 8'hE8, 8'hED, 8'hE8, 8'hEC, 8'hF9, 8'hD0, 8'hF4, 8'hF9, 8'hF9, 8'hF9, 8'hF9, 8'hF9, 8'hF9, 8'hF9, 8'hD9, 8'h99, 8'h70, 8'h95, 8'h99, 8'h99, 8'h95, 8'h99, 8'h95, 8'hB9, 8'h99 },
{8'hEC, 8'hC8, 8'hC8, 8'hEC, 8'hE8, 8'hE8, 8'hE8, 8'hE8, 8'hED, 8'hE8, 8'hEC, 8'hF9, 8'hD0, 8'hF4, 8'hF9, 8'hF9, 8'hF9, 8'hF9, 8'hF9, 8'hF9, 8'hF9, 8'hD9, 8'h95, 8'h50, 8'h95, 8'h99, 8'h95, 8'h95, 8'h95, 8'h95, 8'h99, 8'h95 },
{8'hEC, 8'hC8, 8'hC8, 8'hEC, 8'hE8, 8'hE8, 8'hE8, 8'hEC, 8'hC8, 8'hE8, 8'hEC, 8'hF9, 8'hD0, 8'hD0, 8'hF9, 8'hF9, 8'hF9, 8'hF9, 8'hF9, 8'hF5, 8'hF9, 8'hD9, 8'h95, 8'h50, 8'h70, 8'h99, 8'h99, 8'h95, 8'h95, 8'h99, 8'h95, 8'h95 },
{8'hE8, 8'hC8, 8'hA4, 8'hC8, 8'hE8, 8'hEC, 8'hE8, 8'hC8, 8'hC8, 8'hE8, 8'hEC, 8'hF9, 8'hD4, 8'hAC, 8'hF4, 8'hF9, 8'hF9, 8'hF9, 8'hD4, 8'hD4, 8'hF9, 8'hD9, 8'h95, 8'h74, 8'h4C, 8'h75, 8'h99, 8'h99, 8'h99, 8'h95, 8'h95, 8'h99 },
{8'hE8, 8'hE8, 8'hC8, 8'hA4, 8'hA4, 8'hC8, 8'hC8, 8'hC8, 8'hE8, 8'hE8, 8'hEC, 8'hF9, 8'hF5, 8'hD0, 8'hAC, 8'hD0, 8'hD0, 8'hD0, 8'hD0, 8'hF9, 8'hF9, 8'hD9, 8'h95, 8'h95, 8'h70, 8'h4C, 8'h50, 8'h70, 8'h50, 8'h70, 8'h95, 8'h95 },
{8'hE8, 8'hE8, 8'hE8, 8'hC8, 8'hC8, 8'hC8, 8'hC8, 8'hE8, 8'hE8, 8'hE8, 8'hEC, 8'hF9, 8'hF9, 8'hF9, 8'hD4, 8'hD0, 8'hD0, 8'hD4, 8'hF9, 8'hF9, 8'hF9, 8'hD9, 8'h95, 8'h99, 8'h95, 8'h75, 8'h70, 8'h70, 8'h75, 8'h99, 8'h99, 8'h95 },
{8'hEC, 8'hEC, 8'hEC, 8'hEC, 8'hEC, 8'hEC, 8'hEC, 8'hEC, 8'hEC, 8'hEC, 8'hF0, 8'hF5, 8'hF5, 8'hF5, 8'hF5, 8'hF5, 8'hF5, 8'hF5, 8'hF5, 8'hF5, 8'hF5, 8'hD5, 8'h95, 8'h99, 8'h99, 8'h99, 8'h99, 8'h99, 8'h99, 8'h99, 8'h95, 8'h95 },
{8'hF9, 8'hF9, 8'hF9, 8'hF9, 8'hF9, 8'hF9, 8'hF9, 8'hF9, 8'hF9, 8'hF9, 8'hF5, 8'hEC, 8'hEC, 8'hEC, 8'hEC, 8'hEC, 8'hE8, 8'hE8, 8'hEC, 8'hEC, 8'hE8, 8'hD0, 8'h99, 8'h95, 8'h99, 8'h99, 8'h99, 8'h95, 8'h95, 8'h99, 8'h95, 8'h95 },
{8'hF9, 8'hF9, 8'hF9, 8'hF9, 8'hF9, 8'hF9, 8'hF9, 8'hF9, 8'hF9, 8'hF9, 8'hF4, 8'hE8, 8'hE8, 8'hEC, 8'hE8, 8'hED, 8'hED, 8'hED, 8'hE8, 8'hE8, 8'hE8, 8'hCC, 8'h99, 8'h99, 8'h99, 8'h95, 8'h99, 8'hB9, 8'hB9, 8'h95, 8'h95, 8'h95 },
{8'hF9, 8'hF9, 8'hD5, 8'hD5, 8'hF9, 8'hF9, 8'hF9, 8'hF9, 8'hF9, 8'hF9, 8'hF4, 8'hE8, 8'hE8, 8'hC8, 8'hCD, 8'hED, 8'hED, 8'hED, 8'hF1, 8'hEC, 8'hE8, 8'hCC, 8'h99, 8'h99, 8'h95, 8'h95, 8'h99, 8'hB9, 8'hB9, 8'hB9, 8'h95, 8'h95 },
{8'hF9, 8'hF5, 8'hD4, 8'hF9, 8'hF9, 8'hF9, 8'hF9, 8'hF9, 8'hF9, 8'hF9, 8'hF4, 8'hE8, 8'hC8, 8'hC8, 8'hEC, 8'hE8, 8'hE8, 8'hE8, 8'hED, 8'hED, 8'hE8, 8'hCC, 8'h99, 8'h95, 8'h75, 8'h99, 8'h95, 8'h95, 8'h95, 8'hB9, 8'hB9, 8'h95 },
{8'hF9, 8'hD0, 8'hF5, 8'hF9, 8'hF9, 8'hF9, 8'hF9, 8'hF9, 8'hF9, 8'hF9, 8'hF5, 8'hE8, 8'hC8, 8'hC8, 8'hEC, 8'hE8, 8'hE8, 8'hE8, 8'hE8, 8'hED, 8'hE8, 8'hCC, 8'h99, 8'h70, 8'h95, 8'h99, 8'h99, 8'h95, 8'h99, 8'h95, 8'hB9, 8'h95 },
{8'hF9, 8'hD0, 8'hF4, 8'hF9, 8'hF9, 8'hF9, 8'hF9, 8'hF9, 8'hF9, 8'hF9, 8'hF5, 8'hE8, 8'hC8, 8'hC8, 8'hEC, 8'hE8, 8'hE8, 8'hE8, 8'hE8, 8'hED, 8'hE8, 8'hCC, 8'h99, 8'h50, 8'h95, 8'h99, 8'h95, 8'h95, 8'h99, 8'h99, 8'h99, 8'h95 },
{8'hF9, 8'hD0, 8'hD0, 8'hF9, 8'hF9, 8'hF9, 8'hF9, 8'hF9, 8'hF5, 8'hF9, 8'hF5, 8'hE8, 8'hC8, 8'hC8, 8'hEC, 8'hE8, 8'hE8, 8'hEC, 8'hEC, 8'hC8, 8'hE8, 8'hCC, 8'h99, 8'h50, 8'h70, 8'h99, 8'h99, 8'h99, 8'h99, 8'h99, 8'h95, 8'h99 },
{8'hF9, 8'hD4, 8'hAC, 8'hD4, 8'hF9, 8'hF9, 8'hF9, 8'hD4, 8'hD4, 8'hF9, 8'hF5, 8'hE8, 8'hC8, 8'hA4, 8'hC8, 8'hE8, 8'hE8, 8'hE8, 8'hC8, 8'hC8, 8'hE8, 8'hCC, 8'h99, 8'h74, 8'h4C, 8'h74, 8'h99, 8'h99, 8'h95, 8'h74, 8'h95, 8'h99 },
{8'hF9, 8'hF9, 8'hD0, 8'hAC, 8'hD0, 8'hD0, 8'hD0, 8'hD0, 8'hF9, 8'hF9, 8'hF5, 8'hE8, 8'hE8, 8'hC8, 8'hA4, 8'hA4, 8'hA4, 8'hC4, 8'hC8, 8'hEC, 8'hE8, 8'hCC, 8'h99, 8'h95, 8'h70, 8'h4C, 8'h50, 8'h50, 8'h50, 8'h74, 8'h99, 8'h95 },
{8'hF9, 8'hF9, 8'hF9, 8'hD4, 8'hD0, 8'hD0, 8'hD4, 8'hF9, 8'hF9, 8'hF9, 8'hF4, 8'hE8, 8'hE8, 8'hE8, 8'hE8, 8'hC8, 8'hC8, 8'hE8, 8'hE8, 8'hE8, 8'hE8, 8'hCC, 8'h99, 8'h99, 8'h99, 8'h94, 8'h74, 8'h74, 8'h95, 8'h99, 8'h99, 8'h99 },
{8'hF9, 8'hF9, 8'hF9, 8'hF9, 8'hF9, 8'hF9, 8'hF9, 8'hF9, 8'hF9, 8'hF9, 8'hD5, 8'hAD, 8'hAD, 8'hAD, 8'hAD, 8'hAD, 8'hAD, 8'hAD, 8'hAD, 8'hAD, 8'hAD, 8'hAD, 8'h75, 8'h75, 8'h75, 8'h75, 8'h75, 8'h75, 8'h75, 8'h75, 8'h75, 8'h75 },
{8'hF9, 8'hF9, 8'hF9, 8'hF9, 8'hF9, 8'hF9, 8'hF9, 8'hF9, 8'hF9, 8'hF9, 8'hB5, 8'h12, 8'h32, 8'h32, 8'h32, 8'h32, 8'h32, 8'h12, 8'h32, 8'h32, 8'h32, 8'h32, 8'h12, 8'h12, 8'h32, 8'h12, 8'h12, 8'h12, 8'h12, 8'h12, 8'h12, 8'h12 },
{8'hF9, 8'hF9, 8'hF9, 8'hF5, 8'hF9, 8'hF9, 8'hF9, 8'hF9, 8'hF9, 8'hF8, 8'hB5, 8'h12, 8'h32, 8'h32, 8'h32, 8'h32, 8'h32, 8'h32, 8'h32, 8'h32, 8'h32, 8'h32, 8'h32, 8'h32, 8'h32, 8'h32, 8'h32, 8'h32, 8'h32, 8'h32, 8'h32, 8'h32 },
{8'hF9, 8'hF9, 8'hD4, 8'hF5, 8'hF9, 8'hF9, 8'hF9, 8'hF9, 8'hF9, 8'hF9, 8'hB5, 8'h12, 8'h32, 8'h2E, 8'h32, 8'h32, 8'h32, 8'h32, 8'h56, 8'h32, 8'h32, 8'h32, 8'h32, 8'h32, 8'h2E, 8'h32, 8'h32, 8'h32, 8'h32, 8'h57, 8'h32, 8'h32 },
{8'hF9, 8'hF5, 8'hD4, 8'hF9, 8'hF9, 8'hF9, 8'hF9, 8'hF9, 8'hF9, 8'hF8, 8'hB5, 8'h12, 8'h2E, 8'h2E, 8'h32, 8'h32, 8'h12, 8'h12, 8'h32, 8'h36, 8'h32, 8'h32, 8'h32, 8'h2E, 8'h2E, 8'h32, 8'h32, 8'h32, 8'h12, 8'h32, 8'h36, 8'h32 },
{8'hF9, 8'hD0, 8'hF4, 8'hF9, 8'hF9, 8'hF9, 8'hF9, 8'hF9, 8'hF9, 8'hF9, 8'hB5, 8'h12, 8'h0E, 8'h2E, 8'h32, 8'h32, 8'h32, 8'h32, 8'h32, 8'h32, 8'h32, 8'h32, 8'h32, 8'h0A, 8'h2E, 8'h32, 8'h32, 8'h32, 8'h32, 8'h32, 8'h32, 8'h32 },
{8'hF9, 8'hD0, 8'hF4, 8'hF9, 8'hF9, 8'hF9, 8'hF9, 8'hF9, 8'hF9, 8'hF9, 8'hB5, 8'h12, 8'h0A, 8'h2E, 8'h32, 8'h32, 8'h32, 8'h32, 8'h32, 8'h32, 8'h32, 8'h32, 8'h32, 8'h0A, 8'h2E, 8'h32, 8'h32, 8'h32, 8'h32, 8'h32, 8'h32, 8'h32 },
{8'hF9, 8'hD0, 8'hD0, 8'hF9, 8'hF9, 8'hF9, 8'hF9, 8'hF9, 8'hF4, 8'hF8, 8'hB5, 8'h12, 8'h0A, 8'h0A, 8'h32, 8'h32, 8'h32, 8'h32, 8'h32, 8'h2E, 8'h32, 8'h32, 8'h32, 8'h0A, 8'h0A, 8'h32, 8'h32, 8'h32, 8'h12, 8'h32, 8'h0E, 8'h32 },
{8'hF9, 8'hD4, 8'hAC, 8'hD0, 8'hF5, 8'hF9, 8'hF5, 8'hD4, 8'hD4, 8'hF8, 8'hB5, 8'h12, 8'h0E, 8'h09, 8'h0E, 8'h32, 8'h32, 8'h32, 8'h0E, 8'h2E, 8'h32, 8'h32, 8'h32, 8'h0E, 8'h09, 8'h0E, 8'h32, 8'h32, 8'h32, 8'h0E, 8'h2E, 8'h32 },
{8'hF9, 8'hF9, 8'hD4, 8'hAC, 8'hAC, 8'hD0, 8'hD0, 8'hD4, 8'hF9, 8'hF8, 8'hB5, 8'h12, 8'h32, 8'h0E, 8'h09, 8'h09, 8'h0A, 8'h0A, 8'h2E, 8'h32, 8'h32, 8'h32, 8'h32, 8'h32, 8'h0E, 8'h09, 8'h09, 8'h0A, 8'h0A, 8'h2E, 8'h32, 8'h32 },
{8'hF9, 8'hF9, 8'hF9, 8'hF5, 8'hD4, 8'hD4, 8'hF5, 8'hF9, 8'hF9, 8'hF9, 8'hB5, 8'h12, 8'h32, 8'h32, 8'h32, 8'h0E, 8'h0E, 8'h32, 8'h32, 8'h32, 8'h32, 8'h32, 8'h32, 8'h32, 8'h32, 8'h32, 8'h0E, 8'h0E, 8'h32, 8'h32, 8'h32, 8'h32 }
};
logic [0:3] [0:3] [3:0] hit_colors = 
{16'hC446,     
 16'h8C62,    
 16'h8932,
 16'h9113};
always_ff@(posedge clk or negedge resetN)
begin
	if(!resetN) begin
		RGBout <=	8'h00;
	end
	else begin
		HitEdgeCode <= hit_colors[offsetY >> OBJECT_HEIGHT_Y_DIVIDER][offsetX >> OBJECT_WIDTH_X_DIVIDER];	 
		if (InsideRectangle == 1'b1 )   
			RGBout <= object_colors[offsetY][offsetX];	  
		else 
			RGBout <= TRANSPARENT_ENCODING ;  
	end 
end
assign drawingRequest = (RGBout != TRANSPARENT_ENCODING ) ? 1'b1 : 1'b0 ;  
endmodule
==> Slide: Implementation Results <==
Run Summary

Status
  • Exit stage: global routing
  • Tool error: [ERROR GRT-0232] Routing congestion too high. Check the congestion heatmap in the GUI.
  • Status: aborted with a tool error

Synthesis
  • Top cells by area: o21ai_0 (10%), a21oi_1 (9.4%), nand2_1 (5.6%), nor2_1 (5.4%), buf_2 (4.6%)
  • Dominant flop cell: dfrtp_1
  • Syn Area/Cell: 6.120 um2
  • Mapped Area: 5931 um2
  • Post-synth cell types: 82
  • Ys flops: 12
  • EDFF count, synth: 4
  • Syn Inst Count: 969
  • Post-synth ARST share: 0.6667
  • Synth Warn #: 1
  • Area leader share: 0.1030
  • YS chip area: 5931 um2
  • Yosys cell count: 969
  • Register share after synthesis: 0.05401
  • Synth area leader: o21ai_0

Global route
  • Pin count of the biggest net entering global routing: 36

Die
  • Die H: 110.9 um
  • I/O pins: 38
  • Fp util: 0.5172
  • Die width: 110.9 um
  • Site Rows: 39

Clocking
  • Num CTS Buffers: 3
  • CTS sink count: 12
  • Clk root buf: clkbuf_16
  • Clk buf depth: 2
  • CTS HTree Levels: 1

Place
  • PortBufs: 33
  • Placer Congestion: 1.516
  • HPWL Detailed: 27,400 um
  • Cell Area, Placed: 8691 um2

Timing
  • Worst endpoint type: sequential cell input
  • GR repair worst EP: RGBout[4]$_DFF_PN0_/D
timing repair:
action / 4_1_cts
setup buffers: 9
setup endpoints to repair: 25
cloned: 1
pin swaps: 32
gates resized: 94
hold buffers: 0
endpoints found under the hold margin: 0
cell usage after synthesis (6+ instances only):
master and n:
nand3_1 24, dfrtp_1 8, inv_1 16, buf_2 55, a21oi_1 111, clkbuf_1 47
nand2_1 89, a22oi_1 14, ha_1 10, and3_1 6, o221ai_1 18, o211ai_1 18
a221oi_1 14, a311oi_1 8, nand2b_1 18, and2_1 7, o32ai_1 6, buf_4 9
nor2b_1 13, o31ai_1 13, buf_1 9, o22ai_1 19, a211oi_1 18, a21o_1 11
nor2_1 86, o2111ai_1 14, o21ai_0 122, nand4_1 8, xnor2_1 15, a32oi_1 9
nor3_1 30, a31oi_1 21
kinds of logic after synthesis:
family	after synthesis	share of synthesized area
AND-OR/OR-AND	469	0.5165
XOR/XNOR	24	0.04051
adder cells (fa/ha/maj)	12	0.02785
buffers and inverters	139	0.1078
flip-flops	12	0.05401
multiplexers	2	0.003586
AND/OR/NAND/NOR	311	0.2498
per-stage QoR:
stage / hold slack [ns] / std cells / worst slack (ns)
3_3_place_gp: 0.7411 / 1377 / -2.421
4_1_cts: 0.5064 / 1391 / -1.668
2_1_floorplan: -0.07559 / 969 / -1.579
3_5_place_dp: 0.7559 / 1377 / -2.460
